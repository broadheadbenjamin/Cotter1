===== design/flow/design.v =====
module bin16ToBCD(input[15:0] binNum,
    output reg[3:0] ones,
    output reg[3:0] tens,
    output reg[3:0] hundreds,
    output reg[3:0] thousands,
    output reg[3:0] tenThousands
    );
    parameter[4:0] four = 4'd4;
    integer i;
    always@(binNum)
    begin
        ones = 4'b0000;
        tens = 4'b0000;
        hundreds = 4'b0000;
        thousands = 4'b0000;
        tenThousands = 4'b0000;
        for (i = 15; i >= 0; i= i - 1)
        begin
            if(ones > four)
                ones = ones + 2'b11;
            if(tens > four)
                tens = tens + 2'b11;
            if(hundreds > four)
                hundreds = hundreds + 2'b11;
            if(thousands > four)
                thousands = thousands + 2'b11;
            if(tenThousands > four)
                tenThousands = tenThousands + 2'b11;
            tenThousands = tenThousands << 1;
            tenThousands[0] = thousands[3];
            thousands = thousands << 1;
            thousands[0] = hundreds[3];
            hundreds = hundreds << 1;
            hundreds[0] = tens[3];
            tens = tens << 1;
            tens[0] = ones[3];
            ones = ones << 1;
            ones[0] = binNum[i];
        end
    end  
endmodule

===== design/flow/run.sh =====
#!/bin/bash
# OpenROAD 26Q1-2900-gdf79404cd8, Yosys 0.63+post, stock flow scripts
make -C /OpenROAD-flow-scripts/flow DESIGN_CONFIG=/design/flow/config.mk WORK_HOME=/design/flow/orfs finish

===== design/flow/config.mk =====
export PLATFORM = sky130hd
export DESIGN_NAME = bin16ToBCD
export DESIGN_NICKNAME = bin16ToBCD
export VERILOG_FILES = /design/flow/design.v
export SDC_FILE = /design/flow/constraint.sdc
export NUM_CORES = 4
export LEC_CHECK = 1
export CORE_UTILIZATION = 30

===== design/flow/constraint.sdc =====
current_design bin16ToBCD

set clk_period 17.9
set clk_io_pct 0.2

create_clock -name clk0 -period $clk_period

set non_clock_inputs [all_inputs -no_clocks]
set_input_delay [expr $clk_period * $clk_io_pct] -clock clk0 $non_clock_inputs
set_output_delay [expr $clk_period * $clk_io_pct] -clock clk0 [all_outputs]

==> notes.md <==
impl run done, here's what came out: status=finished, final reports clean, antenna viol nets, final=0, WP buf/inv=9, row count=50, GR Layer Usage met2=0.2342, wire length per cell=13.88 um, Core ar.=0.01871 sq mm, Worst Max-Slew Pin Slew=0.9068 ns, routed vias/inst=6.013, DIE AREA=0.01970 sq mm, Mapped Cells=814, Hold Buf Count CTS=0, syn avg cell area=7.055 sq um, critical path start-end classification=primary input to output port, setup TNS=0 ns, # port buffers=34, sequential element share of the synthesized area=0, area grow syn2layout=8.954%, hold_ws=7.160 ns, YS chip area=0.005743 sq mm, critical path's slowest cell=clkdlybuf4s50_1, final setup violation count=0, final design utilization=0.3345, ant diodes=0, first-pass GRT wire length=25,490 um, Distinct lib cells used=124, CP dominant cell by count=ha_1, grt ovf=0, met1 usage=0.2283, CP peak stage delay=0.65 ns, arrival time worst endpoint=13.64 ns, floorplan core density=0.3070, Ports=36, Max Clock Freq=58.07 MHz, GRT Util Overall=0.1480, largest net degree at the start of global routing=26, Tmin final=17.22 ns, Tcrit/Tclk final=0.9621, global route hottest layer=met2, most numerous logic cells after layout=nand2_1, nor2_1, a21oi_1, antenna violations before repair=0, register area=0 sq um, OpenROAD warning count=51, die height=140.4 um, RD Place Congestion=0.9604, fin worst setup slack=0.6787 ns, 1st-pass router iterations=4, vias in the first global route=5,450, Worst EP required=14.32 ns, max cap viols=0, initial DRC count=502, layout cells sized above 1=0.1522, Hold Crit Class=primary input to output port, Ys Warns=1, Max-slew headroom=0.3911, RSZ-0062 raised after global routing=no, # Cells Yosys=814, Worst setup SP type=primary input, DPL Wire Length=11,000 um, final count of pins violating max slew=0, Post-Syn Area=0.005743 sq mm, Hold Vio Cnt, Final=0, clock buf count=0, Post-Route WL=14,470 um, # DRC=0, dpl ws=0.3339 ns, top fanout value on the critical path=15, registers=0, crit end category=output port, met3 Track Usage GR=0.002090, CP top delay family=simple AND/OR/NAND/NOR gates, routed via count=6,266, die width=140.4 um
stage by stage:
step,instance area (sq um),std cells
2_1_floorplan,5743,814
3_3_place_gp,6165,1040
3_5_place_dp,6165,1040
4_1_cts,6165,1040
5_1_grt,6257,1042
6_report,6257,1042
worst paths after layout:
check,start,to,slack (ns),depth (start not counted)
min,binNum[0],ones[0],7.16,0
max,binNum[13],thousands[1],0.68,47
what timing repair did:
action                                  4_1_cts  5_1_grt
endpoints found under the setup margin        0       19
resized                                       0       18
setup buffers                                 0        2
cell families (layout without fill, tap and decap cells):
logic type	after synthesis	after routing	share of synthesized area
multiplexers	41	41	0.07625
AND/OR/NAND/NOR	323	323	0.3055
AND-OR/OR-AND	297	297	0.4187
adder cells (fa/ha/maj)	37	37	0.08017
buffers and inverters	86	80	0.07102
XOR/XNOR	30	30	0.04836
cell type report:
class,instances,area [sq um]
Fill cell,1942,12450
Multi-Input combinational cell,728,5413
Timing Repair Buffer,43,407.9
Tap cell,234,292.8
Inverter,37,143.9
cells in the mapped netlist, types with 6 or more instances:
cell type,n,area [sq um]
a211oi_1,9,67.56
buf_2,16,80.08
a32oi_1,7,61.31
o21ai_0,38,190.2
nand4_1,20,125.1
nand2b_1,8,50.05
clkbuf_1,21,78.83
mux2_2,9,101.4
o21ai_1,15,75.07
and3_1,12,75.07
a31o_2,7,61.31
xnor2_1,23,201.4
nor2b_1,6,37.54
ha_1,36,450.4
nor3_1,36,180.2
nor2_1,64,240.2
or2_2,7,43.79
a31oi_1,19,118.9
and4_1,7,61.31
o211ai_1,20,150.1
and2_1,13,81.33
buf_4,6,45.04
nand2_1,63,236.5
nand3_1,31,155.2
or3_1,7,43.79
inv_1,33,123.9
mux2i_1,27,270.3
nor4_1,13,81.33
a21o_1,6,45.04
a21oi_1,42,210.2
o31ai_1,6,45.04
per-layer routing:
metal,vias to the layer above,share of wire
met4,0,0.011
met1,2919,0.51
met2,136,0.45
met3,20,0.025
li1,3191,-
met5,-,0
